==> /design/flow/run.sh <==
#!/bin/bash
# OpenROAD 26Q1-2900-gdf79404cd8, Yosys 0.63+post, stock flow scripts
make -C /OpenROAD-flow-scripts/flow DESIGN_CONFIG=/design/flow/config.mk WORK_HOME=/design/flow/orfs finish
==> /design/flow/config.mk <==
export PLATFORM = sky130hd
export DESIGN_NAME = spi
export DESIGN_NICKNAME = spi
export VERILOG_FILES = /design/flow/design.v
export SDC_FILE = /design/flow/constraint.sdc
export NUM_CORES = 4
export LEC_CHECK = 1
export CORE_UTILIZATION = 50
==> /design/flow/constraint.sdc <==
current_design spi

set clk_period 4.7
set clk_io_pct 0.2

create_clock -name clk0 -period $clk_period [get_ports {clk}]

set non_clock_inputs [all_inputs -no_clocks]
set_input_delay [expr $clk_period * $clk_io_pct] -clock clk0 $non_clock_inputs
set_output_delay [expr $clk_period * $clk_io_pct] -clock clk0 [all_outputs]
==> /design/flow/design.v <==
`timescale 1ns / 1ps
module spi(
    input clk, start,
    input [11:0] din,
    output [11:0] dout,
    output done
    );
    wire sclk, cs, mosi;
  spi_master master(clk, start, din, sclk, cs, mosi);
    spi_slave slave(sclk, cs, mosi, dout, done);
endmodule
module spi_master(
    input clk, start,
    input [11:0] din,
    output sclk,
    output reg cs,mosi
    );
    reg sclkt = 0;
    integer count = 0;
    always@(posedge clk)begin
        if (count < 10)
            count <= count +1;
        else begin
            count <= 0;
            sclkt = ~sclkt;
        end
    end
    parameter idle = 0, start_tx = 1, send = 2, end_tx = 3; 
    reg [1:0] state = idle;
    reg [11:0] temp_m;
    integer bitcount = 0;
    always@(posedge sclkt)
    begin
                case(state)
                idle: begin
                   mosi <= 1'b0;
                   cs   <= 1'b1;
                   if(start)
                     state <= start_tx;
                   else
                     state <= idle;
                end
                start_tx : begin
                  cs    <= 1'b0;
                  temp_m  <= din; 
                  state <= send; 
                end
                send : 
                begin
                   if(bitcount <= 11) 
                   begin
                     bitcount <= bitcount + 1;
                     mosi     <= temp_m[bitcount];
                     state    <= send;
                   end
                   else
                    begin
                    bitcount <= 0;
                    state    <= end_tx;
                    mosi     <= 1'b0; 
                    end
                end
                end_tx : begin
                   cs    <= 1'b1;
                   state <= idle;
                end
                default : state <= idle;
                endcase
    end
    assign sclk = sclkt;
endmodule
module spi_slave(
    input sclk, cs, mosi,
    output [11:0] dout,
    output reg done
    );
  	parameter detect = 0 , read_data = 1;
    reg state = detect;
    reg [11:0] temp_s = 12'h000;
    integer count = 0;
    always@(posedge sclk)
    begin
      case(state)
            detect:
            begin
                done <= 1'b0;
                if(cs == 1'b0)
                    state <= read_data;
                else
                    state <= detect;     
            end
            read_data:
            begin
                if(count <= 11)
                begin
                    count <= count + 1;
                    temp_s <= {mosi, temp_s[11:1]}; 
                end
                else
                begin
                    count <= 0;
                    done <= 1'b1;
                    state <= detect;
                end
            end
        default: state <= detect;
        endcase
    end
    assign dout = temp_s;
endmodule
==> Changelog: implementation <==
## Flow update

* Ys flop type: edfxtp_1
* Number of global-route vias before repair at 3,652
* Synth flops at 127
* Port Buffers at 26
* Hold_sp: master.count[0]
* Achievable clock frequency at 526.2 MHz
* Die Wd at 112.1 µm
* Reg power frac at 42.6%
* DRC Markers at 0
* Syn_area_per_cell at 10.95 µm²
* Time the worst path needs with I/O delays and setup at 1.900 ns
* Max VDD drop at 0.2988 mV
* Post-synth cell types at 38
* CP Launch Type: register
* Postcts setup bufs at 0
* Switching Power at 108.0 µW
* CTS Hold Bufs at 0
* DR iter-0 viols at 269
* Via density per instance at 5.503
* # diodes at 0
* Cts repair resizes at 0
* R2R cell count at 4
* CTS tree: built
* Clock Tree Buf Depth at 2
* Max-slew headroom at 45.52%
* OpenROAD warnings at 28
* Placer's final routability congestion estimate at 0.8430
* Seq share, synth at 57.10%
* Core area at 11,610 µm²
* Worst setup path startpoint: master.count[14]
* ANT nets after route at 0
* Logic pwr share at 1.6%
* Worst-Margin Slew at 0.8172 ns
* Register pins left without a clock at 94
* Floorplan Utilization at 52.23%
* Asr flop ratio synth at 0%
* Global route overflow at 0
* Initial antenna violation count at 0
* Endpoints left unconstrained at 198
* Die Ht at 112.1 µm
* GRT Total Usage at 17.40%
* Ys cells at 554
* Post-synth EDFFs at 92
* Synth Cell Area at 6066 µm²
* Pin count of the biggest net entering global routing at 96
* Fillers at 945
* H-tree Lvls at 2
* Hold path cells at 1
* Yosys stat area at 6066 µm²
* Detailed Routing Iterations Pass 1 at 21
* Clock latency (worst-skew pair) at 0.27 ns
* Cells after DPL at 713
* Crit path DAT at 2.06 ns
* WL/cell at 13.83 µm
* Run status: finished, final reports clean
* Utilization after layout at 57.49%
* Synth warn at 2
* Fin. Hold Viols at 0
* Share of layout cells above drive strength 1 at 5.709%
* Clock network fraction of total power at 55.8%
* Crit. End Element: register
* Dpl cell area at 6504 µm²
* Skew final at 0.003724 ns
* Design area at 6676 µm²
* Required time worst endpoint at 4.86 ns
* Global Route met1 Usage at 31.36%
* Reg2Reg Launch Point: master.count[14]
* CTS clock-pin slew for the worst setup and hold paths at 0.05 ns
* CP Class: register to register
* Hold Crit Class: register to register
* M2 GR Usage at 26.17%
* Routed WL at 9968 µm
* Num CTS Buffers at 5
* Final Setup Violations at 0
* Io pins at 27
* Max Slew Vio Count at 0
* Gr busiest metal: met1
* Non-filler cells, final at 721
* Area Growth Syn to Fin at 10.07%
* Chip footprint at 12,580 µm²
* Switching share of power at 16.24%
* Vias at 3,968
* Post-Synthesis Cells at 554
* Int Power at 556.7 µW
* Met3 GRT Util at 2.146%
* Hold slack at 0.4402 ns
* Power Density at 99.55 nW/µm²
* Final TNS setup at 0 ns
* CTS root buffer: clkbuf_16
* Maxcap violations at 0
* First-pass GRT wire length at 17,150 µm
* Final Cycle Share at 40.43%
* Worst-path fanout max at 9
* Row count at 39
* RSZ-0062 raised after global routing: false
* LEAKAGE at 0.002242 µW
* Post-DP HPWL at 6760 µm
area by class of cell:
cell class                 instances  area [µm²]  share of cell area [%]
clock inverter                     1       30.03                  0.4498
multi-input combinational        394        2477                   37.11
sequential                       127        3463                   51.87
timing repair buffer              36       335.3                   5.022
inverter                          13       48.80                  0.7309
tap                              143       178.9                   2.680
clock buffer                       7       142.6                   2.136
cells by family after synthesis:
kind of cell / Yosys count / synth area share [%]
XOR/XNOR: 86 / 12.42
AND-OR/OR-AND: 12 / 1.279
flip-flops: 127 / 57.10
adder cells (fa/ha/maj): 7 / 1.444
AND/OR/NAND/NOR: 285 / 24.22
multiplexers: 4 / 1.279
buffers and inverters: 33 / 2.269
cell usage after synthesis (7+ instances only):
master,count,area (µm²)
nor2_1,112,420.4
edfxtp_1,92,2763
xor2_1,54,473.0
dfxtp_1,35,700.7
nand3_1,34,170.2
nand4_1,32,200.2
xnor2_1,32,280.3
nand2_1,27,101.4
nor4_1,24,150.1
clkbuf_1,14,52.55
and4_1,13,113.9
inv_1,13,48.80
and3_1,11,68.82
ha_1,7,87.58
flip-flops by register name (all words and copies together), names as in the netlist:
name	count
master.bitcount	32
master.count	32
slave.count	32
master.temp_m	12
slave.temp_s	12
master.state	2
master.cs	1
master.mosi	1
master.sclkt	1
slave.done	1
slave.state	1
worst max-delay path, cell delays in order (launching register included):
cell,delay (ns)
dfxtp_1,0.45
nand4_2,0.16
or3_1,0.52
or3_4,0.42
o31a_1,0.24
final timing paths:
check / end / slack (ns)
worst max-delay path: master.count[31] / 2.80
worst max register to register: master.count[31] / 2.80
worst min register to register: master.count[0] / 0.44
worst min-delay path: master.count[0] / 0.44
stage by stage:
stage / total power [µW] / setup slack [ns]
after floorplan: 289.0 / 2.948
after global placement: 299.6 / 2.855
after detailed placement: 299.9 / 2.832
after CTS: 672.9 / 2.814
after global routing: 686.1 / 2.702
final: 664.6 / 2.800
routing by layer:
| metal | wire length, µm | vias to the layer above |
|---|---|---|
| li1 | - | 2031 |
| met1 | 5149 | 1856 |
| met2 | 4447 | 77 |
| met3 | 347 | 4 |
| met4 | 23 | 0 |
| met5 | 0 | - |
power by group through the flow:
stage     Clock (µW)  Combinational, µW  Sequential (µW)
4_1_cts          379               11.1              283
5_1_grt          392               11.6              283
6_report         371               10.8              283
cell usage in the layout (no fill, tap or decap), types with 4 or more instances in the layout:
cell | synthesis | routed
nand4_1 | 32 | 32
buf_4 | 0 | 10
nor4_1 | 24 | 24
nor2_1 | 112 | 110
and4_1 | 13 | 13
nand3_1 | 34 | 34
nor2b_1 | 6 | 6
ha_1 | 7 | 7
clkdlybuf4s50_1 | 0 | 26
inv_1 | 13 | 13
xnor2_1 | 32 | 32
nand2_1 | 27 | 27
clkbuf_16 | 0 | 5
edfxtp_1 | 92 | 92
nor3_1 | 6 | 6
xor2_1 | 54 | 54
o21ai_0 | 4 | 4
dfxtp_1 | 35 | 35
and3_1 | 11 | 11
No activity file was given, so power comes from the tool's default toggle rates.
